==> flow/design.v <==
module register_file (
    input clk,  
    input rst_n,  
    input [4:0] read_reg_1,
    input [4:0] read_reg_2,
    input [4:0] write_reg,
    input [31:0] write_data,
    input enable_write,
    output [31:0] read_data_1,
    output [31:0] read_data_2
);
  reg [31:0] registers[32];
  always @(posedge clk) begin
    if (enable_write && write_reg != 5'b0) begin
      registers[write_reg] <= write_data;
    end
  end
  assign read_data_1 = (read_reg_1 == 5'b0) ? 32'h0 :
                       (enable_write && read_reg_1 == write_reg) ? write_data : registers[read_reg_1];
  assign read_data_2 = (read_reg_2 == 5'b0) ? 32'h0 :
                       (enable_write && read_reg_2 == write_reg) ? write_data : registers[read_reg_2];
endmodule
==> flow/run.sh <==
#!/bin/bash
# OpenROAD 26Q1-2900-gdf79404cd8, Yosys 0.63+post, stock flow scripts
make -C /OpenROAD-flow-scripts/flow DESIGN_CONFIG=/design/flow/config.mk WORK_HOME=/design/flow/orfs finish
==> flow/config.mk <==
export PLATFORM = sky130hd
export DESIGN_NAME = register_file
export DESIGN_NICKNAME = register_file
export VERILOG_FILES = /design/flow/design.v
export SDC_FILE = /design/flow/constraint.sdc
export NUM_CORES = 4
export LEC_CHECK = 1
export CORE_UTILIZATION = 40
==> flow/constraint.sdc <==
current_design register_file

set clk_period 7.7
set clk_io_pct 0.2

create_clock -name clk0 -period $clk_period [get_ports {clk}]

set non_clock_inputs [all_inputs -no_clocks]
set_input_delay [expr $clk_period * $clk_io_pct] -clock clk0 $non_clock_inputs
set_output_delay [expr $clk_period * $clk_io_pct] -clock clk0 [all_outputs]
==> results_slide.txt <==
Key Metrics from the Run

Status
  – Result of the run: finished, final reports clean

Hold path
  – Capture endpoint of the worst hold path: registers[1][13]
  – Number of stages on the worst hold path: 2
  – Hold/Removal Path Class: primary input to flip-flop
  – Startpoint of the tightest hold check path: write_data[13]

Clock network
  – Number of cells upsized or downsized after cts: 0
  – CTS buffer count: 108
  – Clock root buffer: sky130_fd_sc_hd__clkbuf_16
  – Clock H-tree levels: 3
  – Buffer levels on the longest clock path: 3
  – Setup repair bufs after CTS: 0
  – CTS tree: built
  – Count of clock tree sinks: 1024
  – Post-CTS Hold Fix Bufs: 0
  – Clock-pin slew of the registers on the worst-case setup and hold paths: 0.06 ns

Floorplan
  – Boundary pin count: 114
  – Vertical die size: 348 um
  – Die boundary width: roughly 350 um
  – Starting density of the core: 40.4%
  – Core Region: ~120000 um^2
  – Row cnt: 126
  – Chip area: 121000 um^2

Synth
  – Post-synth seq share: 64.2%
  – Yosys warning count: 1
  – Proportion of netlist area held by the largest area contributor: 64.2%
  – Cell type contributing the most total cell area after synthesis: sky130_fd_sc_hd__edfxtp_1
  – Mean instance size in the synthesized netlist: 19.0 um^2
  – Synth Flop Type: sky130_fd_sc_hd__edfxtp_1
  – Yosys stat cell total: 2520
  – Post-synth EDFFs: 1024
  – Post-Syn Area: 47900 um^2
  – Synth top area cells: sky130_fd_sc_hd__edfxtp_1 (64%), sky130_fd_sc_hd__mux4_2 (20%), sky130_fd_sc_hd__mux2i_1 (4.4%)
  – Synthesized chip area reported by yosys: 47900 um^2
  – Register bit count reported by yosys: just over 1000
  – Share of async-settable or async-resettable flops after synthesis: 0%
  – Cell Type Count: roughly 53
  – Ranking of synthesized cells by instance count: sky130_fd_sc_hd__edfxtp_1 (1024), sky130_fd_sc_hd__mux4_2 (417), sky130_fd_sc_hd__mux2i_1 (210)
  – Instance count of the mapped netlist: 2520
  – Most common cell in the netlist: sky130_fd_sc_hd__edfxtp_1

Placed design
  – DPL Wire Length: 92400 um
  – Number of I/O port buffers: 112
  – Global placer's final weighted congestion: 0.898

Detailed routing
  – Routed wire length per instance: 35.2 um
  – Final antenna-violating net count: 0
  – Detailed-route vias per instance: 6.36
  – DR vias: 28000
  – Iteration tally of the first detailed-router pass: 8
  – Total detailed-routing wirelength: 155000 um
  – Post-route DRC: 0
  – Initial drt markers: 1768

Final timing
  – Remaining max-slew budget at the tightest pin: 38.0%
  – Number of pins with negative max-slew slack in the final report: 0
  – Sum Neg Setup Slack: 0 ns
  – Final critical path time including I/O delays and setup: 6.50 ns
  – Slew at the pin with the worst max-slew slack: 0.928 ns
  – Setup violation total in the final timing report: 0
  – Ratio of final minimum period to clock period: 84.4%
  – Final hold violations: 0
  – Unrepaired setup endpoints after global routing: no
  – Maximum frequency from static timing analysis: 154 MHz

Layout
  – Leading registers by flop count: registers: 1024 flops
  – Final Core Density: 46.3%
  – Sequential cell area: 30700 um^2
  – Layout area overhead: 14.6%
  – Max reg flops: 1024
  – Area of the multi-input gates: 16400 um^2
  – Share of final-layout standard cells stronger than drive strength 1: 29.0%
  – Register bank with the most flops: registers
  – Filler cells: just under 10000

Critical path
  – Buffers plus inverters on the worst setup path: 3
  – CP top delay family: buffers and inverters
  – Arrival time reported for the critical path endpoint: just under 5 ns
  – CP Max Fanout: 10
  – CP Launch Type: primary input
  – Element type at the critical path end: primary output
  – Cell seen most often among critical-path stages: sky130_fd_sc_hd__clkdlybuf4s50_1
  – Chain of cells forming the critical path: clkdlybuf4s50_1 > xnor2_1 > nand4_1 > nor3_4 > buf_4 > a22oi_1 > o21ai_0 > clkdlybuf4s50_1
  – Peak per-stage delay on the critical path: ~0.86 ns
  – Critical path's slowest cell: sky130_fd_sc_hd__clkdlybuf4s50_1
  – Required time of the critical path: 6.16 ns
  – Worst Path Class, Setup: primary input to primary output

Global route
  – Maximum number of pins on one net before global-route repair: 99
  – First-pass GRT wire length: between 200000 and 250000 um
  – Overflow left after global routing: 0
  – Antenna violations before repair: 5
  – Via count of the first global-routing pass: 31400
  – Overall Global Routing Usage: 28.4%

Flow run
  – Total of max-cap violations: 0
  – Tool warnings: 27

Pwr
  – PwrDens: 226 nW/um^2
  – IR Drop Worst-Case VDD: 0.195 mV
  – Leakage Power: 0.0176 uW
-- routing by layer --
layer  up-vias  track usage, %  wire length (um)
met5         -            2.48               252
met4        12            7.31              5420
met3       317            24.1             30200
met2      2216            41.0             71800
met1     14200            31.8             47400
li1      11300               -                 -
-- final cells by class --
cell class / instances / share of cell area [%]
repair buffers: 271 / 4.38
flip-flops and latches: 1024 / 56.1
well taps: 1600 / 3.65
diodes: 1 / 0.00456
multi-input cells: 1316 / 29.9
clock buffers: 141 / 5.23
clock inverters: 56 / 0.823
inverters: 2 / 0.0137
-- through the flow --
stage,power [uW],setup WS (ns),cell area [um^2],std cells,hold WS (ns)
detailed placement,7560,1.17,51500,4213,2.38
CTS,12500,1.18,54900,4410,1.64
finish,12400,1.20,54900,4411,1.67
global route,12700,1.04,54900,4411,1.69
floorplan,7010,3.03,48000,2551,1.64
global placement,7540,1.17,51500,4213,2.36
-- cell usage in the layout, fill, tap and decap left out, types with 10 or more instances in the layout --
cell	instances
sky130_fd_sc_hd__conb_1	32
sky130_fd_sc_hd__o221ai_1	30
sky130_fd_sc_hd__mux2_2	30
sky130_fd_sc_hd__mux2i_1	210
sky130_fd_sc_hd__mux4_2	417
sky130_fd_sc_hd__clkbuf_1	31
sky130_fd_sc_hd__clkinv_1	18
sky130_fd_sc_hd__a221oi_1	27
sky130_fd_sc_hd__a21o_1	13
sky130_fd_sc_hd__edfxtp_1	1024
sky130_fd_sc_hd__nor2_4	32
sky130_fd_sc_hd__clkinv_2	22
sky130_fd_sc_hd__nor2b_1	11
sky130_fd_sc_hd__o22ai_1	41
sky130_fd_sc_hd__buf_4	154
sky130_fd_sc_hd__nand2_1	58
sky130_fd_sc_hd__a22oi_1	81
sky130_fd_sc_hd__a21oi_1	41
sky130_fd_sc_hd__a2111oi_0	25
sky130_fd_sc_hd__o31ai_1	11
sky130_fd_sc_hd__a22o_1	48
sky130_fd_sc_hd__clkdlybuf4s50_1	103
sky130_fd_sc_hd__o21ai_0	37
sky130_fd_sc_hd__xnor2_1	10
sky130_fd_sc_hd__a211oi_1	19
sky130_fd_sc_hd__nor2_1	42
sky130_fd_sc_hd__clkbuf_16	110
-- how the worst max path moves through the flow --
stage,startpoint,to,slack [ns],depth (start not counted)
CTS,read_reg_2[1],read_data_2[1],1.18,9
global route,write_reg[1],read_data_1[0],1.04,8
finish,write_reg[1],read_data_1[30],1.20,8
-- cell families (layout without fill, tap and decap cells) --
kind of cell / after synthesis / in the layout / share of synthesized area (%)
compound gates: 415 / 415 / 6.44
xor+xnor: 10 / 10 / 0.183
buf+inv: 211 / 470 / 2.43
flops: 1024 / 1024 / 64.2
mux: 657 / 657 / 24.7
other cells: 1 / 33 / 0.00783
simple gates: 202 / 202 / 1.99
-- power breakdown --
group	internal, uW	total [uW]	switching, uW
Combinational	514	1200	686
Clock	2810	4960	2140
Sequential	6220	6250	31.4
Power figures rest on the tool's default switching activity, not on a simulated workload.
