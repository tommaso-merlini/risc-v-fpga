**design/flow/config.mk**
```make
export PLATFORM = sky130hd
export DESIGN_NAME = instruction_control
export DESIGN_NICKNAME = instruction_control
export VERILOG_FILES = /design/flow/design.v
export SDC_FILE = /design/flow/constraint.sdc
export NUM_CORES = 4
export LEC_CHECK = 1
export CORE_AREA = 10 10 70 70
export DIE_AREA = 0 0 80 80
```
**design/flow/constraint.sdc**
```tcl
current_design instruction_control

set clk_period 2.3
set clk_io_pct 0.2

create_clock -name clk0 -period $clk_period

set non_clock_inputs [all_inputs -no_clocks]
set_input_delay [expr $clk_period * $clk_io_pct] -clock clk0 $non_clock_inputs
set_output_delay [expr $clk_period * $clk_io_pct] -clock clk0 [all_outputs]
```
**design/flow/design.v**
```verilog
module instruction_control (
    input wire [6:0] Opcode,
    input wire [2:0] Funct3,
    output reg Jalr,
    output reg Jump,
    output reg BranchZero,
    output reg BranchNotZero,
    output reg MemRead,
    output reg MemWrite,
    output reg ALUSrc,
    output reg RegWrite,
    output reg [1:0] ALUOp
);
    localparam OP_RTYPE    = 7'b0110011;   
    localparam OP_ITYPE    = 7'b0010011;   
    localparam OP_LOAD     = 7'b0000011;   
    localparam OP_STORE    = 7'b0100011;   
    localparam OP_BRANCH   = 7'b1100011;   
    localparam OP_JAL      = 7'b1101111;   
    localparam OP_JALR     = 7'b1100111;   
    localparam OP_LUI      = 7'b0110111;   
    localparam OP_AUIPC    = 7'b0010111;   
    always @(*) begin
        Jalr         = 1'b0;
        Jump         = 1'b0;
        BranchZero   = 1'b0;
        BranchNotZero= 1'b0;
        MemRead      = 1'b0;
        MemWrite     = 1'b0;
        ALUSrc       = 1'b0;
        RegWrite     = 1'b0;
        ALUOp        = 2'b00;
        case (Opcode)
            OP_RTYPE: begin
                RegWrite = 1'b1;
                ALUSrc   = 1'b0;   
                ALUOp    = 2'b10;  
            end
            OP_ITYPE: begin
                RegWrite = 1'b1;
                ALUSrc   = 1'b1;   
                ALUOp    = 2'b10;  
            end
            OP_LOAD: begin
                RegWrite = 1'b1;
                ALUSrc   = 1'b1;   
                MemRead  = 1'b1;
                ALUOp    = 2'b00;  
            end
            OP_STORE: begin
                ALUSrc   = 1'b1;   
                MemWrite = 1'b1;
                ALUOp    = 2'b00;  
            end
            OP_BRANCH: begin
                ALUSrc   = 1'b0;   
                ALUOp    = 2'b01;  
                case (Funct3)
                    3'b000:  BranchZero    = 1'b1;  
                    3'b001:  BranchNotZero = 1'b1;  
                    3'b100:  BranchZero    = 1'b1;  
                    3'b101:  BranchNotZero = 1'b1;  
                    3'b110:  BranchZero    = 1'b1;  
                    3'b111:  BranchNotZero = 1'b1;  
                    default: begin
                        BranchZero    = 1'b0;
                        BranchNotZero = 1'b0;
                    end
                endcase
            end
            OP_JAL: begin
                RegWrite = 1'b1;
                Jump     = 1'b1;
                ALUOp    = 2'b00;  
            end
            OP_JALR: begin
                RegWrite = 1'b1;
                Jalr     = 1'b1;
                ALUSrc   = 1'b1;   
                ALUOp    = 2'b00;  
            end
            OP_LUI: begin
                RegWrite = 1'b1;
                ALUSrc   = 1'b1;
                ALUOp    = 2'b11;  
            end
            OP_AUIPC: begin
                RegWrite = 1'b1;
                ALUSrc   = 1'b1;
                ALUOp    = 2'b11;  
            end
            default: begin
            end
        endcase
    end
endmodule
```
**design/flow/run.sh**
```bash
#!/bin/bash
# OpenROAD 26Q1-2900-gdf79404cd8, Yosys 0.63+post, stock flow scripts
make -C /OpenROAD-flow-scripts/flow DESIGN_CONFIG=/design/flow/config.mk WORK_HOME=/design/flow/orfs finish
```
==> run summary <==
run results: status=finished, final reports clean, Rows=21, final worst-path cycle share=97.4%, Vias per Instance=3.05, FP Core Util=5.38%, WL final=989 um, Worst Hold Class=input port to output port, final setup margin=0.0597 ns, yosys synthesis chip area=184 um^2, worst hold margin=1.48 ns, worst rel slew slack=82.7%, Cell Pwr Density=103 nW/um^2, worst-margin pin slew=0.259 ns, register area=0 um^2, largest net degree at the start of global routing=7, DR pass1 iterations=3, fin crit period=2.24 ns, RSZ-0062 raised after global routing=yes, DP Wirelength=808 um, final-layout clock buffer total=0, Die Span X=80 um, Setup Fix Bufs, Post-CTS=0, I/O pin count=20, average wire per standard cell=9.89 um, FMAX=0.446 GHz, IO buf count=20, initial antenna violation count=0, Starting DRT DRC Count=19, Final Hold Vio Count=0, Leak=0.246 nW, DRC errors left=0, gpl congestion=0.773, Worst setup EP type=output port, Total Power=0.0551 mW, share of layout cells above drive strength 1=35.2%, vias in the first global route=306, Netlist cell types=20, crit path DRT=1.84 ns, first-pass GRT wire length=1450 um, Setup CP Type=input port to output port, ys cells=27, max-slew violations=0, hold_buf cts=0, Antenna diodes=0, Syn Area/Cell=6.81 um^2, WL met3=107 um, GRT overflow=0, synth warn=1, pre-CTS WS=-0.329 ns, routed via count=305, Tool Warnings=33, Post-synth seq share=0%, Peak VDD IR=0.0195 mV, critical path arrival=1.78 ns, Max-Cap Viols=0, flop count=0, synthesized netlist cell count=27, Routed Antenna Nets=0, CP Max Fanout=6, crit path launch type=input port, Met2 Wirelength=453 um, die height=80 um, Core Footprint=3420 um^2, die area=6400 um^2, highest metal used=met3, Final Setup Violations=0, area growth from synthesis to final layout=190%, met1 WL=428 um, Mapped Area=184 um^2, Total GRT Usage=2.66%
[power breakdown]
part / switching (mW) / internal [mW] / leakage (nW)
Clock: 0 / 0 / 0
Combinational: 0.0247 / 0.0304 / 0.246
Sequential: 0 / 0 / 0
Total: 0.0247 / 0.0304 / 0.246
[per-layer routing]
layer | GRT usage (%) | up-vias
li1 | - | 156
met2 | 5.06 | 11
met3 | 0.795 | 0
met5 | 0 | -
met1 | 2.97 | 138
met4 | 0 | 0
[synthesized netlist by cell type]
cell / number / share of area [%]
o21ai_0: 1 / 2.7
nor4_1: 1 / 3.4
and4_1: 1 / 4.8
nand2_1: 2 / 4.1
nand3b_2: 1 / 6.1
nand3b_1: 1 / 4.1
nand4_1: 1 / 3.4
inv_1: 2 / 4.1
nor3b_1: 1 / 4.1
a211o_1: 1 / 4.8
nor2_1: 4 / 8.2
nand3b_4: 1 / 11
and3b_1: 1 / 4.8
and2b_1: 1 / 4.1
buf_4: 1 / 4.1
and2_1: 1 / 3.4
a21oi_1: 2 / 5.4
o21a_1: 1 / 4.1
a2111oi_2: 1 / 8.2
nor3_1: 2 / 5.4
[stage by stage]
stage               cell area (um^2)  std cells  TNS (ns)  utilization, %
finish                           534        100         0            15.6
global route                     534        100   -0.0113            15.6
CTS                              536        100         0            15.7
detailed placement               494        100     -2.25            14.5
global placement                 494        100     -2.10            14.5
floorplan                        184         27         0               -
[area by class of cell]
cell class | instances | area, um^2
Tap cell | 46 | 57.6
Multi-Input combinational cell | 24 | 214
Fill cell | 387 | 2880
Timing Repair Buffer | 28 | 255
Inverter | 2 | 7.51
[timing repair]
item	in CTS	in global routing
setup endpoints to repair	10	3
pin swaps	3	3
gates resized	26	4
[cells in the final DEF, fill, tap and decap left out, types with 2 or more instances in the layout]
master           count
clkdlybuf4s50_1      9
buf_4                7
dlygate4sd2_1        5
nor2_1               4
nand3b_4             2
nor3_1               2
nand2_1              2
clkdlybuf4s15_2      2
buf_2                2
dlymetal6s2s_1       2
[final timing paths]
kind  slack (ns)          to  cells past startpoint       from
min         1.48  BranchZero                      5  Opcode[5]
max         0.06      ALUSrc                      5  Opcode[4]
[logic make-up (layout without fill, tap and decap cells)]
| logic type | Yosys count | after routing | share of synthesized area (%) |
|---|---|---|---|
| buffers and inverters | 3 | 30 | 8.17 |
| and+or+nand+nor | 18 | 18 | 66.7 |
| AOI/OAI and AO/OA | 6 | 6 | 25.2 |
[worst max-delay path, cell delays in order]
cell	delay, ns
clkdlybuf4s15_2	0.24
and3b_1	0.18
a211o_1	0.27
a21oi_2	0.15
clkdlybuf4s50_1	0.48
Power figures rest on the tool's default switching activity, not on a simulated workload.
